<file path="/design/flow/run.sh">
#!/bin/bash
# OpenROAD 26Q1-2900-gdf79404cd8, Yosys 0.63+post, stock flow scripts
make -C /OpenROAD-flow-scripts/flow DESIGN_CONFIG=/design/flow/config.mk WORK_HOME=/design/flow/orfs finish
</file>
<file path="/design/flow/config.mk">
export PLATFORM = sky130hd
export DESIGN_NAME = Cell
export DESIGN_NICKNAME = Cell
export VERILOG_FILES = /design/flow/design.v
export SDC_FILE = /design/flow/constraint.sdc
export NUM_CORES = 4
export LEC_CHECK = 1
export CORE_UTILIZATION = 50
</file>
<file path="/design/flow/constraint.sdc">
current_design Cell

set clk_period 11.1
set clk_io_pct 0.2

create_clock -name clk0 -period $clk_period [get_ports {clk}]

set non_clock_inputs [all_inputs -no_clocks]
set_input_delay [expr $clk_period * $clk_io_pct] -clock clk0 $non_clock_inputs
set_output_delay [expr $clk_period * $clk_io_pct] -clock clk0 [all_outputs]
</file>
<file path="/design/flow/design.v">
localparam NUM_INPUTS = 1000;
localparam LENGTH = 4;
localparam CWIDTH = 2;
localparam CORD_LENGTH = 8;
localparam MEM_SIZE = 8;
localparam[CWIDTH-1:0] A = 2'b00;
localparam[CWIDTH-1:0] C = 2'b01;
localparam[CWIDTH-1:0] G = 2'b10;
localparam[CWIDTH-1:0] T = 2'b11;
localparam SWIDTH = 16;
localparam signed[SWIDTH-1:0] MATCH = 1;
localparam signed[SWIDTH-1:0] INDEL = -1;
localparam signed[SWIDTH-1:0] MISMATCH = -1;
module Cell#(
  parameter CWIDTH = 2,
  parameter SWIDTH = 16,
  parameter X_CORD = -1,
  parameter Y_CORD = -1,
  parameter[1:0] TOP_DIR = 2'b00,
  parameter[1:0] LEFT_DIR = 2'b01,
  parameter[1:0] CORNER_DIR = 2'b10,
  parameter signed MATCH = 1,
  parameter signed INDEL = -1,
  parameter signed MISMATCH = -1
)(
  input wire clk,
  input wire reset,
  input wire [CWIDTH-1:0] c1,
  input wire [CWIDTH-1:0] c2,
  input reg v_above,
  input reg v_left,
  input reg v_corner,
  output reg b_above,
  output reg b_left,
  output reg b_corner,
  input wire signed[SWIDTH-1:0] above,
  input wire signed[SWIDTH-1:0] left,
  input wire signed[SWIDTH-1:0] corner,  
  input reg back,
  output reg signed[SWIDTH-1:0] score,  
  output reg valid  
);
wire signed[SWIDTH-1:0] above_score = above + INDEL;
wire signed[SWIDTH-1:0] left_score = left + INDEL;
reg signed[SWIDTH-1:0] corner_score;
always @(*) begin
    if (c1 == c2) begin
      corner_score <= corner + MATCH;
    end else begin
      corner_score <= corner + MISMATCH;
    end
end
reg [3:0] count = 0;
reg [1:0] direction = 2'b00;
always @(posedge clk) begin
  if (reset == 0) begin
    if (back == 0 && v_above == 1 && v_left == 1 && v_corner == 1) begin
      if (above_score > left_score && above_score > corner_score) begin
        score <= above_score;
        direction <= TOP_DIR;
      end else if (left_score > above_score && left_score > corner_score) begin
        score <= left_score;
        direction <= LEFT_DIR;
      end else begin
        score <= corner_score;
        direction <= CORNER_DIR;
      end
      valid <= 1;
    end
  end else begin
    valid <= 0;
    score <= 0;
    direction <= 2'b00;
  end
end
endmodule
module Grid#(
  parameter LENGTH = 10,
  parameter CWIDTH = 2,
  parameter SWIDTH = 16,
  parameter CORD_LENGTH = 8,
  parameter MEM_SIZE = 9,
  parameter BYTE_SIZE = 2*CORD_LENGTH,
  parameter[1:0] TOP_DIR = 2'b00,
  parameter[1:0] LEFT_DIR = 2'b01,
  parameter[1:0] CORNER_DIR = 2'b10,
  parameter signed MATCH = 1,
  parameter signed INDEL = -1,
  parameter signed MISMATCH = -1
)(
  input wire clk,
  input wire reset,
  input wire signed[LENGTH*CWIDTH-1:0] s1,
  input wire signed[LENGTH*CWIDTH-1:0] s2,
  output reg signed[SWIDTH-1:0] score,
  output reg valid
);
reg wen = 0;
reg [MEM_SIZE-1:0] waddr = 0;
reg [CORD_LENGTH-1:0] x = LENGTH-1;
reg [CORD_LENGTH-1:0] y = LENGTH-1;
wire [BYTE_SIZE-1:0] wdata = {x, y};
(*__file="file.mem"*)
Memory#(MEM_SIZE, BYTE_SIZE) mem (
    .clock(clk),
    .wen(wen),
    .waddr(waddr),
    .wdata(wdata)
);
reg [SWIDTH-1:0] interconnect[LENGTH-1:0][LENGTH-1:0];
reg valid_matrix[LENGTH-1:0][LENGTH-1:0];
reg tmp = 1;
reg tmp2 = 0;
reg back = 0;
generate
  genvar j, k;
  for (j=0; j < LENGTH; j = j + 1) begin: outer_cells
    for (k = 0; k < LENGTH; k = k + 1) begin: inner_cells
      if (j == 0 && k == 0) begin:s
        Cell#(
          .CWIDTH(CWIDTH),
          .SWIDTH(SWIDTH),
          .X_CORD(k),
          .Y_CORD(j),
          .TOP_DIR(TOP_DIR),
          .LEFT_DIR(LEFT_DIR),
          .CORNER_DIR(CORNER_DIR),
          .MATCH(MATCH),
          .INDEL(INDEL),
          .MISMATCH(MISMATCH)
        ) c (
          .clk(clk),
          .reset(reset),
          .c1(s1[((LENGTH-1)-j)*CWIDTH +:CWIDTH]),
          .c2(s2[((LENGTH-1)-k)*CWIDTH +:CWIDTH]),
          .v_above(tmp),
          .v_left(tmp),
          .v_corner(tmp),
          .b_above(tmp2),
          .b_left(tmp2),
          .b_corner(tmp2),
          .above((k+1) * INDEL),
          .left((j+1) * INDEL),
          .corner(0),
          .back(back),
          .score(interconnect[j][k]),
          .valid(valid_matrix[j][k])
        );
      end
      else if (j == 0) begin:s
        Cell#(
          .CWIDTH(CWIDTH),
          .SWIDTH(SWIDTH),
          .X_CORD(k),
          .Y_CORD(j),
          .TOP_DIR(TOP_DIR),
          .LEFT_DIR(LEFT_DIR),
          .CORNER_DIR(CORNER_DIR),
          .MATCH(MATCH),
          .INDEL(INDEL),
          .MISMATCH(MISMATCH)
        ) c (
          .clk(clk),
          .reset(reset),
          .c1(s1[((LENGTH-1)-j)*CWIDTH +:CWIDTH]),
          .c2(s2[((LENGTH-1)-k)*CWIDTH +:CWIDTH]),
          .v_above(tmp),
          .v_left(valid_matrix[j][k-1]),
          .v_corner(tmp),
          .above((k+1) * INDEL),
          .left(interconnect[j][k-1]),
          .corner((k) * INDEL),
          .back(back),
          .score(interconnect[j][k]),
          .valid(valid_matrix[j][k])
        );
      end
      else if (k == 0) begin:s
        Cell#(
          .CWIDTH(CWIDTH),
          .SWIDTH(SWIDTH),
          .X_CORD(k),
          .Y_CORD(j),
          .TOP_DIR(TOP_DIR),
          .LEFT_DIR(LEFT_DIR),
          .CORNER_DIR(CORNER_DIR),
          .MATCH(MATCH),
          .INDEL(INDEL),
          .MISMATCH(MISMATCH)
        ) c (
          .clk(clk),
          .reset(reset),
          .c1(s1[((LENGTH-1)-j)*CWIDTH +:CWIDTH]),
          .c2(s2[((LENGTH-1)-k)*CWIDTH +:CWIDTH]),
          .v_above(valid_matrix[j-1][k]),
          .v_left(tmp),
          .v_corner(tmp),
          .above(interconnect[j-1][k]),
          .left((j+1) * INDEL),
          .corner((j) * INDEL),
          .back(back),
          .score(interconnect[j][k]),
          .valid(valid_matrix[j][k])
        );
      end
      else begin:s
        Cell#(
          .CWIDTH(CWIDTH),
          .SWIDTH(SWIDTH),
          .X_CORD(k),
          .Y_CORD(j),
          .TOP_DIR(TOP_DIR),
          .LEFT_DIR(LEFT_DIR),
          .CORNER_DIR(CORNER_DIR),
          .MATCH(MATCH),
          .INDEL(INDEL),
          .MISMATCH(MISMATCH)
        ) c (
          .clk(clk),
          .reset(reset),
          .c1(s1[((LENGTH-1)-j)*CWIDTH +:CWIDTH]),
          .c2(s2[((LENGTH-1)-k)*CWIDTH +:CWIDTH]),
          .v_above(valid_matrix[j-1][k]),
          .v_left(valid_matrix[j][k-1]),
          .v_corner(valid_matrix[j-1][k-1]),
          .above(interconnect[j-1][k]),
          .left(interconnect[j][k-1]),
          .corner(interconnect[j-1][k-1]),
          .back(back),
          .score(interconnect[j][k]),
          .valid(valid_matrix[j][k])
        );
      end
    end
  end
endgenerate
reg [3:0] count = 0;
reg once = 0;
reg [1:0] direction = 2'b01;
generate
    for (j = 0; j < LENGTH; j=j+1) begin: wd
        for (k = 0; k < LENGTH; k=k+1) begin: wd_i
            always @(x, y) begin
                if (x == k && y == j && back == 1) begin
                    direction <= outer_cells[j].inner_cells[k].s.c.direction;
                    $display("hahaha %d", count);
                end
            end
        end
    end
endgenerate
always @(valid_matrix[LENGTH-1][LENGTH-1]) begin
    if (valid_matrix[LENGTH-1][LENGTH-1] == 1) begin
        back <= 1;
        direction <= outer_cells[LENGTH-1].inner_cells[LENGTH-1].s.c.direction;
        $display("ASDASDASD %d", count);
        wen <= 1;
    end
end
reg last = 0;
always @(posedge clk) begin
  count <= count + 1;
  if (reset != 1 && back == 1) begin
          waddr <= waddr + 1;
          if (x == 0 && y == 0) begin
              last <= 0;
              valid <= 1;
              wen <= 0;
          end else
          if (x == 0 || direction == TOP_DIR) begin
              y <= y - 1;
          end else
          if (y == 0 || direction == LEFT_DIR) begin
              x <= x - 1;
          end else
          if (direction == CORNER_DIR) begin
              x <= x - 1;
              y <= y - 1;
          end
  end
end
always @(reset) begin
    if (reset == 1) begin
    valid <= 0;
    once <= 0;
    x <= LENGTH-1;
    y <= LENGTH-1;
    back <= 0;
  end
end
generate
    for(j = 0; j < LENGTH; j=j+1) begin: r
        for(k = 0; k < LENGTH; k=k+1)begin: r_in
            always @(reset) begin
                valid_matrix[j][k] <= 0;
                interconnect[j][k] <= 0;
            end
        end
    end
endgenerate
endmodule
</file>
==> results_slide.txt <==
Key Metrics from the Run

Run status
  – Outcome: finished clean

Logic synthesis
  – Mapped Area: 0.00353 sq mm
  – Commonest flop: dfxtp_1
  – Syn Inst Count: 440
  – Yosys top cell by instances: ha_1
  – Cell area leaders: ha_1, dfxtp_1, xnor2_1
  – Area share, top type: 21.3%
  – Count of cell types in the netlist: 72
  – Post-Syn Area per Cell: 8.01 sq um
  – Cell type with the largest total area: ha_1
  – Commonest cells post-synth: ha_1, nand2_1, inv_1
  – # Cells Yosys: 440
  – Yosys stat chip area: 0.00353 sq mm
  – Flip-flops with a built-in enable: 0
  – Post-synth ARST share: 0%
  – Synth Seq Share: 9.65%
  – Synth flops: 17
  – Yosys warning tally: 4

Power and ir drop
  – Worst IR drop on VDD: 0.0720 mV
  – Pwr per Cell Area: 97.2 mW/mm^2
  – Leakage: 1.79 nW

Routing
  – Antenna viol nets, final: 0
  – DRC: 0
  – Pre-antenna DRT Iters: 4
  – Final wirelength: 9400 um
  – Detailed Route Iter0 Violations: 160
  – Number of vias per cell: 5.68
  – Via count: 3413
  – Wirelength per Cell: 15.6 um
  – Number of diodes: 0

Flow run
  – Max-Cap Viols: 0
  – Tool warnings: 26

Timing
  – Max Clk Rate: 0.126 GHz
  – Final setup viols: 0
  – Post-Route Setup TNS: 0 ns
  – RSZ-0062 raised after global routing: no
  – Final period util: 71.7%
  – Final tally of hold violations: 0
  – Min cycle time layout: 7.96 ns
  – Relative slew slack: 53.1%
  – Slew at the pin closest to its max-slew limit: 0.702 ns
  – Final slew viol count: 0
  – Worst Skew: 0 ns

Place
  – # port buffers: 74
  – HPWL after DPL: 7890 um
  – Placement Cell Area: 0.00431 sq mm
  – GP Congestion: 0.951

Floorplanning
  – Die Ht: 86.0 um
  – Row count: 30
  – I/O pin cnt: 78
  – Core ar.: 0.00679 sq mm
  – Initial core utilization: 51.9%
  – Chip area: 0.00739 sq mm
  – Die Width: 86.0 um

Critical path
  – CP Data Arrival Time: 8.14 ns
  – CP endpoint kind: register
  – Worst EP required: 11.27 ns
  – CP dominant cell by count: inv_1
  – Slack of the worst reg-to-reg path: 10.29 ns
  – Critical setup path kind: in -> reg
  – Worst path max stage delay: 0.49 ns
  – Worst-path fanout max: 16
  – Crit path from: c2[1]
  – Critical path's slowest cell: ha_1
  – Worst r2r src: score[1]$_SDFFE_PP0P_
  – CP Launch Type: primary input

Min path
  – HP Start: valid$_SDFFE_PP0P_
  – Worst Hold Class: reg -> reg

GRT
  – Largest net degree at the start of global routing: 31
  – First-pass GRT wire length: 15500 um
  – Gr ovfl total: 0
  – Vias in the first global route: 3179
  – Initial antenna violation count: 0
  – Gr usage total: 26.9%

Clock network
  – Clk Latency, worst-skew pair: 0.25 ns
  – CTS Sinks: 17
  – Clk buf depth: 2
  – Total CTS buffers: 3
  – Clock Root Buffer: clkbuf_8
  – CTS tree: done
  – Post-CTS setup buffers: 0
  – Worst-path clk slew: 0.06 ns
  – H-tree Lvls: 1
  – Hold-fix buffers, CTS: 0
  – Post-CTS resize count: 0

Finish
  – Final Cell Area: 0.00436 sq mm
  – Share of layout cells above drive strength 1: 8.71%
  – Fill cells: 590
  – Area Growth Syn to Fin: 23.6%
## path summary, 6_finish.rpt
| check | to | cells after the start |
|---|---|---|
| max | score[10]$_SDFFE_PP0P_ | 25 |
| min | valid$_SDFFE_PP0P_ | 2 |
| max reg2reg | score[1]$_SDFFE_PP0P_ | 3 |
| min reg2reg | valid$_SDFFE_PP0P_ | 2 |
## logic make-up (layout without fill, tap and decap cells)
group           after synthesis  count (layout)  share of synthesized area, %
buf+inv                      52             115                          6.60
compound gates              128             128                          27.8
mux                           5               5                          1.49
other cells                   1               3                         0.106
xor+xnor                     45              45                          11.8
flops                        17              17                          9.65
fa+ha+maj                    62              62                          22.2
simple gates                130             130                          20.3
## per-layer routing
metal	track usage (%)	wire [um]
met5	0	0
met2	42.8	4120
met1	42.2	4750
met4	2.73	89
met3	1.07	429
## worst max-delay path: cells and delay by family
kind                       cells  cell delay, ns
buffers and inverters          4            0.91
and+or+nand+nor                9            1.64
muxes                          2            0.55
AOI/OAI and AO/OA              6            1.48
adders and majority gates      2            0.96
xor gates and xnor gates       2            0.36
## final cells by class
type,instances,area (sq um),area share [%]
Clock buffer,4,45.0,1.03
Tap cell,96,120,2.76
Sequential cell,17,340,7.81
Inverter,34,128,2.93
Multi-Input combinational cell,373,2960,67.9
Timing Repair Buffer,77,763,17.5
## state kept, by name (all words and copies together) (netlist names)
register,flops
score,16
valid,1
## cells in the final DEF (no fill, tap or decap), types with 4 or more instances in the layout
cell type | synthesis | layout
nor2b_1 | 6 | 6
nand4_1 | 12 | 12
clkdlybuf4s50_1 | 0 | 74
a2111oi_0 | 12 | 12
xor2_1 | 19 | 19
a21o_1 | 19 | 19
a21oi_1 | 18 | 18
nor3_1 | 8 | 8
a211oi_1 | 5 | 5
nor2_1 | 18 | 18
nand2b_1 | 6 | 6
inv_1 | 34 | 34
and2_1 | 5 | 5
a211oi_2 | 11 | 11
a31oi_1 | 4 | 4
xnor2_1 | 23 | 23
nand2_1 | 37 | 37
ha_1 | 60 | 60
dfxtp_1 | 17 | 17
or2_2 | 5 | 5
o22ai_1 | 16 | 16
nand3_1 | 6 | 6
o21ai_0 | 13 | 13
## metrics by stage
stage	power, mW	util, %	setup WS (ns)	std cells	hold WS [ns]
floorplan	0.294	-	4.27	442	0.416
detailed placement	0.374	63.5	2.96	597	0.460
global placement	0.370	63.5	3.12	597	0.462
global route	0.466	64.1	2.57	601	0.500
CTS	0.423	64.1	3.20	601	0.493
finish	0.424	64.1	3.14	601	0.494
## where the power goes
part / internal [mW] / total [mW] / switching (mW)
registers: 0.0636 / 0.0651 / 0.00151
clock network: 0.0255 / 0.0463 / 0.0209
logic: 0.137 / 0.312 / 0.175
Power and IR drop assume default switching activity.
